===== ./config.mk =====
export PLATFORM = sky130hd
export DESIGN_NAME = traffic_light_fsm
export DESIGN_NICKNAME = traffic_light_fsm
export VERILOG_FILES = /design/flow/design.v
export SDC_FILE = /design/flow/constraint.sdc
export NUM_CORES = 4
export LEC_CHECK = 1
export CORE_AREA = 10 10 70 70
export DIE_AREA = 0 0 80 80

===== ./constraint.sdc =====
current_design traffic_light_fsm

set clk_period 1.6
set clk_io_pct 0.2

create_clock -name clk0 -period $clk_period [get_ports {clk}]

set non_clock_inputs [all_inputs -no_clocks]
set_input_delay [expr $clk_period * $clk_io_pct] -clock clk0 $non_clock_inputs
set_output_delay [expr $clk_period * $clk_io_pct] -clock clk0 [all_outputs]

===== ./design.v =====
module traffic_light_fsm (
    input clk,
    input reset,                 
    input wire [3:0] code_in,    
    output reg locked  
);
    parameter S_LOCKED = 3'b000;    
    parameter S_1 = 3'b001;    
    parameter S_2 = 3'b010;    
    parameter S_3 = 3'b011;    
    parameter S_4 = 3'b100;    
    parameter S_5 = 3'b101;    
    parameter S_UNLOCKED =  3'b110;  
    reg [2:0] current_state, next_state;
    always @(posedge clk or posedge reset) begin
        if (reset) begin
            current_state <= S_LOCKED;
        end else begin
            current_state <= next_state;
        end
    end
    always @(*) begin
        case (current_state)
            S_LOCKED: begin
                next_state = (code_in == 4'd3) ? S_1 : S_LOCKED;
            end
            S_1: begin
                next_state = (code_in == 4'd3) ? S_2 : S_LOCKED;
            end
            S_2: begin
                next_state = (code_in == 4'd5) ? S_3 : S_LOCKED;
            end
            S_3: begin
                next_state = (code_in == 4'd2) ? S_4 : S_LOCKED;
            end
            S_4: begin
                next_state = (code_in == 4'd5) ? S_5 : S_LOCKED;
            end
            S_5: begin
                next_state = (code_in == 4'd6) ? S_UNLOCKED : S_LOCKED;
            end
            default: begin
                next_state = S_LOCKED;
            end
        endcase
    end
    always @(*) begin
        locked = (current_state != S_UNLOCKED);  
    end
endmodule

===== ./run.sh =====
#!/bin/bash
# OpenROAD 26Q1-2900-gdf79404cd8, Yosys 0.63+post, stock flow scripts
make -C /OpenROAD-flow-scripts/flow DESIGN_CONFIG=/design/flow/config.mk WORK_HOME=/design/flow/orfs finish

==> ci_impl_report.md <==
### Flow metrics

| Metric | Value |
|---|---|
| Status | `complete, no violations` |
| Synthesis area per yosys | `307 um2` |
| Sw frac | `21.9%` |
| Routed length per instance | `7.45 um` |
| RR Endpoint | `current_state[0]` |
| CP Launch Point | `current_state[6]` |
| Core ar. | `3420 um2` |
| Fp util | `8.97%` |
| Unique cell types | `15` |
| Tool warnings | `25` |
| Number of flops mapped to enable cells by yosys | `0` |
| Worst hold path type | `in -> async` |
| # clock sinks | `7` |
| Initial DRC count | `8` |
| Placed cell areas | `432 um2` |
| PD cells | `894 nW/um2` |
| Max Transition Viols Final | `0` |
| CP Data Arrival Time | `1150 ps` |
| Hold_buf cts | `0` |
| CTS tree | `yes` |
| Syn Area/Cell | `12.3 um2` |
| Clock Power Share | `39.6%` |
| # rows | `21` |
| Final setup fails | `0` |
| Sequential element share of the synthesized area | `57.6%` |
| Ys flops | `7` |
| Wire length on met1 | `347 um` |
| Root Buffer | `clkbuf_4` |
| Startpoint class of the critical path | `register` |
| H-tree level count | `1` |
| All-layer global routing usage | `2.05%` |
| Area delta synth->final | `49.0%` |
| Share of power burned in combinational logic | `12.9%` |
| Metal2 WL | `203 um` |
| GPL Wtd Cong | `0.776` |
| Share of layout cells above drive strength 1 | `27.8%` |
| Max VDD drop | `302 uV` |
| Late-Pin Clk Latency | `250 ps` |
| TNS Setup | `0 ps` |
| Final Hold Fails | `0` |
| Yosys top cell by area | `dfrtp_1` |
| Final Instance Area | `457 um2` |
| Yosys cell count | `25` |
| R2R Path Start | `current_state[6]` |
| Top sig layer | `met4` |
| CP endpoint kind | `output pin` |
| Register share of total power | `47.5%` |
| Worst Skew | `2.31 ps` |
| IO Count | `7` |
| Synth Warn # | `1` |
| Critical path class | `reg -> out` |
| Setup WS post-layout | `135 ps` |
| Commonest cells post-synth | `6 x dfrtp_1, 3 x nor2_1, 2 x and2_1, 2 x and2_2, 2 x and4bb_1` |
| Top_reg_cell synth | `dfrtp_1` |
| Pleak | `0.210 nW` |
| Drt pass-1 iters | `4` |
| Crit path max fanout | `3` |
| Routed Antenna Nets | `0` |
| RSZ-0062 raised after global routing | `no` |
| Biggest regs | `current_state (7)` |
| I/O Buffers | `6` |
| Power Total | `408 uW` |
| Initial antenna violation count | `0` |
| DIE WIDTH | `80 um` |
| Vias in the first global route | `235` |
| Flop2flop setup slack | `540 ps` |
| CP endpoint | `locked` |
| CTS resizes | `1` |
| Global-route wire length before repair | `1010 um` |
| Sw power | `89.4 uW` |
| Ys async rst share | `100%` |
| Pre-CTS setup slack | `20.8 ps` |
| # diodes | `0` |
| Area share, top type | `49.0%` |
| Int Pwr | `319 uW` |
| Largest cells by area | `dfrtp_1 49%, dfstp_2 8.6%, and4bb_1 8.2%` |
| Dpl hpwl | `466 um` |
| Clock buffer depth | `2` |
| Drt via density | `2.71` |
| Slew @ Worst Pin | `262 ps` |
| # DRC | `0` |
| Chip height | `80 um` |
| # fillers | `401` |
| Max Cap Violations | `0` |
| Overall routed net length | `611 um` |
| Minimum clock period | `1470 ps` |
| Largest net degree at the start of global routing | `8` |
| Mapped Area | `307 um2` |
| Post-Syn Instances | `25` |
| Max frequency | `683 MHz` |
| Chip footprint | `6400 um2` |
| Top-count cell post-synth | `dfrtp_1` |
| Biggest register | `current_state` |
| DR vias | `222` |
| Crit path required time | `1280 ps` |
| Met3 routed WL | `47 um` |
| Worst-path clk slew | `50 ps` |
| Reg2Reg Depth | `3` |
| Final period util | `91.6%` |
| CTS Buf Count | `3` |
| Gr ovfl total | `0` |
| Max reg flops | `7` |
| Worst slew margin | `82.5%` |
| Setup bufs post-CTS | `0` |
-- worst min-delay path by stage --
| stage | to | slack (ps) | cells past startpoint |
|---|---|---|---|
| 4_1_cts | current_state[2] | 320 | 2 |
| 6_report | current_state[2] | 310 | 2 |
| 5_1_grt | current_state[2] | 350 | 2 |
-- routing by layer --
| metal | vias to the layer above | GRT usage, % |
|---|---|---|
| met5 | - | 0 |
| met4 | 0 | 0.528 |
| met3 | 2 | 1.59 |
| met2 | 8 | 2.09 |
| met1 | 103 | 3.03 |
| li1 | 109 | - |
-- cell families (layout without fill, tap and decap cells) --
kind of cell           count (synthesis)  count (layout)  synth area share [%]
AOI/OAI and AO/OA                      2               2                  3.67
and+or+nand+nor                       14              14                  34.3
buffers and inverters                  1              12                  1.22
DFF                                    7               7                  57.6
muxes                                  1               1                  3.27
-- worst max-delay path: stages, from the launching register on --
cell and delay, ps:
dfrtp_1 390, nor2_1 170, nand3_1 90, dlygate4sd2_1 250
-- cell type report --
cell class                      count  area [um2]  area share [%]
Tap cell                           46        57.6            12.6
Inverter                            1        3.75           0.822
Clock buffer                        4        26.3            5.75
Timing Repair Buffer                7        66.3            14.5
Multi-Input combinational cell     17         126            27.7
Sequential cell                     7         176            38.6
-- power by group through the flow --
stage         clock [mW]  combinational (mW)  sequential (mW)
CTS                0.169              0.0549            0.194
global route       0.181              0.0598            0.196
finish             0.162              0.0528            0.194
-- layout by cell type (no fill, tap or decap), types with 2 or more instances in the layout --
cell             Yosys  final
dfrtp_1              6      6
clkdlybuf4s50_1      0      5
nor2_1               3      3
clkbuf_4             0      3
and4bb_1             2      2
and2_2               2      2
and2_1               2      2
-- stage by stage --
stage / instances / hold WS, ps / util (%)
detailed placement: 78 / 425 / 12.6
CTS: 82 / 318 / 13.4
global placement: 78 / 422 / 12.6
finish: 82 / 307 / 13.4
floorplan: 25 / 123 / -
global route: 82 / 347 / 13.4
Power and IR drop assume default switching activity.
