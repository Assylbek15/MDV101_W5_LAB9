--- flow/design.v ---
module ArithmeticUnit (
    input wire carry_in, 
    input wire [15:0] in_a,
    input wire [15:0] in_b,
    input wire [3:0] select,
    output reg [15:0] out,
    output reg carry_out
);
    wire [15:0] not_b = ~in_b;   
    wire [15:0] add_ab = in_a + in_b;   
    wire [15:0] add_ab_complement = in_a + not_b;  
    wire [15:0] add_aab = in_a + (in_a & not_b);   
    wire [15:0] add_aplus_ab = add_ab + (in_a & not_b);  
    wire [15:0] subtract_ab_1 = in_a - in_b - 1;  
    wire [15:0] subtract_ab_prime = (in_a & not_b) - 1;  
    wire [15:0] add_aab_true = in_a + (in_a & in_b);  
    wire [15:0] add_a_b_prime_ab = (in_a + not_b) + (in_a & in_b);  
    wire [15:0] ab_subtract_1 = (in_a & in_b) - 1;  
    wire [15:0] add_a_a = in_a + in_a;   
    wire [15:0] add_a_plus_a_b = (in_a + in_b) + in_a;  
    wire [15:0] add_a_plus_a_b_prime = (in_a + not_b) + in_a;  
    wire [15:0] subtract_a_1 = in_a - 1;  
    always @(*) begin
        case (select)
            4'b0000: out = in_a;                 
            4'b0001: out = add_ab;               
            4'b0010: out = add_ab_complement;    
            4'b0011: out = 16'b1111_1111_1111_1111;  
            4'b0100: out = add_aab;              
            4'b0101: out = add_aplus_ab;         
            4'b0110: out = subtract_ab_1;        
            4'b0111: out = subtract_ab_prime;    
            4'b1000: out = add_aab_true;         
            4'b1001: out = add_ab;               
            4'b1010: out = add_a_b_prime_ab;     
            4'b1011: out = ab_subtract_1;        
            4'b1100: out = add_a_a;              
            4'b1101: out = add_a_plus_a_b;       
            4'b1110: out = add_a_plus_a_b_prime;  
            4'b1111: out = subtract_a_1;         
            default: out = 16'b0000_0000_0000_0000;
        endcase
        carry_out = (select == 4'b0001 || select == 4'b0010 || 
                     select == 4'b0101 || select == 4'b1001 || 
                     select == 4'b1101 || select == 4'b1110) ? carry_in : 1'b0;
    end
endmodule
module LogicUnit (
    input wire [15:0] in_a,
    input wire [15:0] in_b,
    input wire [3:0] select,
    output reg [15:0] out
);
    always @(*) begin
        case (select)
            4'b0000: out = ~in_a;               
            4'b0001: out = ~(in_a | in_b);      
            4'b0010: out = ~in_a & in_b;        
            4'b0011: out = 16'b0000_0000_0000_0000;  
            4'b0100: out = ~(in_a & in_b);      
            4'b0101: out = ~in_b;               
            4'b0110: out = in_a ^ in_b;         
            4'b0111: out = in_a & ~in_b;        
            4'b1000: out = ~in_a | in_b;        
            4'b1001: out = ~(in_a ^ in_b);      
            4'b1010: out = in_b;                
            4'b1011: out = in_a & in_b;         
            4'b1100: out = 16'b1111_1111_1111_1111;  
            4'b1101: out = in_a | ~in_b;        
            4'b1110: out = in_a | in_b;         
            4'b1111: out = in_a;                
            default: out = 16'b0000_0000_0000_0000;
        endcase
    end
endmodule
module lab9_ALU (
    input wire carry_in, 
    input wire [15:0] in_a,
    input wire [15:0] in_b,
    input wire [3:0]  select,
    input wire        mode,
    output wire       carry_out,
    output wire       compare,
    output wire [15:0] alu_out
);
wire [15:0] arithmetic_out, logic_out;
wire arithmetic_carry_out;
ArithmeticUnit arithmetic_unit (
    .carry_in(carry_in),
    .in_a(in_a),
    .in_b(in_b),
    .select(select),
    .out(arithmetic_out),
    .carry_out(arithmetic_carry_out)
);
LogicUnit logic_unit(
    .in_a(in_a),
    .in_b(in_b),
    .select(select),
    .out(logic_out)
);
assign alu_out = (mode) ? logic_out : arithmetic_out;
assign carry_out = (mode == 1'b0) ? arithmetic_carry_out : 1'bx;
assign compare = (in_a == in_b) ? 1'b1 : 1'b0;
endmodule
--- flow/run.sh ---
#!/bin/bash
# OpenROAD 26Q1-2900-gdf79404cd8, Yosys 0.63+post, stock flow scripts
make -C /OpenROAD-flow-scripts/flow DESIGN_CONFIG=/design/flow/config.mk WORK_HOME=/design/flow/orfs finish
--- flow/config.mk ---
export PLATFORM = sky130hd
export DESIGN_NAME = lab9_ALU
export DESIGN_NICKNAME = lab9_ALU
export VERILOG_FILES = /design/flow/design.v
export SDC_FILE = /design/flow/constraint.sdc
export NUM_CORES = 4
export LEC_CHECK = 1
export CORE_UTILIZATION = 30
--- flow/constraint.sdc ---
current_design lab9_ALU

set clk_period 15.7
set clk_io_pct 0.2

create_clock -name clk0 -period $clk_period

set non_clock_inputs [all_inputs -no_clocks]
set_input_delay [expr $clk_period * $clk_io_pct] -clock clk0 $non_clock_inputs
set_output_delay [expr $clk_period * $clk_io_pct] -clock clk0 [all_outputs]
==> tab_implementation.tex <==
% Implementation results table
\begin{tabular}{lr}
\hline
Metric & Value \\
\hline
\multicolumn{2}{l}{\textbf{Worst setup path}} \\
\quad Maximum fanout encountered on the critical timing path & 19 \\
\quad Number of buffer and inverter stages on the critical path & 3 \\
\quad Worst path slowest cell & clkdlybuf4s50\_1 \\
\quad CP dominant cell by count & xnor2\_1 \\
\quad Startpoint type of the worst setup path & primary input \\
\quad Cells along the critical path & clkdlybuf4s50\_1 > inv\_1 > ha\_1 > a2111oi\_0 > nor4\_1 > xnor2\_1 > nand2b\_1 > and4b\_1 > xnor2\_1 > a21oi\_1 > o21ai\_0 > o21ai\_0 > ha\_1 > nand3\_1 > a2111oi\_0 > nor2\_1 > a21oi\_1 > a211o\_1 > a21oi\_1 > xnor2\_1 > xnor2\_1 > nor2\_1 > o31a\_1 > clkdlybuf4s50\_1 \\
\quad Data arrival time of the critical path & 10260 ps \\
\quad Slowest cell delay on critical path & 880 ps \\
\quad CP endpoint kind & primary output \\
\quad Dominant delay contributor by cell family on the critical path & AND-OR/OR-AND gates \\
\quad Crit path kind & in2out \\
\quad Req. time, crit path & 12560 ps \\
\multicolumn{2}{l}{\textbf{STA}} \\
\quad Worst Tran Pin Value & 1090 ps \\
\quad Slew headroom & 27.0\% \\
\quad Number of endpoints failing setup at the final stage & 0 \\
\quad Hold Vio Cnt, Final & 0 \\
\quad Max Clock Freq & 74.6 MHz \\
\quad Minimum hold slack & 7190 ps \\
\quad Setup TNS & 0 ps \\
\quad Final min period & 13400 ps \\
\quad Worst setup slack after layout & 2300 ps \\
\quad Final-report max-slew violation count & 0 \\
\quad Unrepaired setup endpoints after global routing & false \\
\quad Final worst-path cycle share & 85.4\% \\
\multicolumn{2}{l}{\textbf{Outcome}} \\
\quad Status & finished, final reports clean \\
\multicolumn{2}{l}{\textbf{Placement}} \\
\quad Buffers added on ports & 56 \\
\quad Post-placement worst setup slack & 2510 ps \\
\quad Dpl hpwl & 36.4 mm \\
\quad Routability Congestion & 1.03 \\
\quad Placed insts & 1744 \\
\multicolumn{2}{l}{\textbf{Min path}} \\
\quad Worst Hold Class & in2out \\
\multicolumn{2}{l}{\textbf{Logic synthesis}} \\
\quad Synthesized instance count & 1352 \\
\quad Area contributors post-synth & ha\_1, xnor2\_1, nand2\_1 \\
\quad Area share of the largest cell type after synthesis & 16.9\% \\
\quad Syn Std Cell Area & 8910 um\^{}2 \\
\quad Yosys cell count & 1352 \\
\quad Netlist cell types & 89 \\
\quad Post-synth top area cell & ha\_1 \\
\quad Chip Area, Yosys & 8910 um\^{}2 \\
\quad Total number of yosys warnings & 2 \\
\quad Average footprint of a synthesized cell & 6.59 um\^{}2 \\
\quad Seq/Total Area, Yosys & 0\% \\
\multicolumn{2}{l}{\textbf{Global route}} \\
\quad Total track usage & 30.9\% \\
\quad GRT overflow & 0 \\
\quad Via count of the first global-routing pass & 10600 \\
\quad Wire length of the first global-routing pass & 69.0 mm \\
\quad Antenna violations before repair & 1 \\
\quad Pin count of the biggest net entering global routing & 70 \\
\multicolumn{2}{l}{\textbf{Clock tree}} \\
\quad Number of buffers inserted to repair setup after CTS & 0 \\
\quad Number of cells upsized or downsized after cts & 0 \\
\quad Total of hold buffers inserted after clock tree synthesis & 0 \\
\multicolumn{2}{l}{\textbf{Cells and area}} \\
\quad Share of cells above drive strength 1 & 5.59\% \\
\quad Count of non-filler cells in the finished layout & 1744 \\
\quad Footprint of the flip-flops and latches & 0 um\^{}2 \\
\quad Area growth, synth to finish & 10.7\% \\
\quad Number of clock-tree buffers in the layout & 0 \\
\quad Sequential cells & 0 \\
\multicolumn{2}{l}{\textbf{Drt}} \\
\quad Violation count after the first detailed-routing iteration & 1398 \\
\quad Via total after detailed routing & 11100 \\
\quad DR pass1 iterations & 5 \\
\quad Drt via density & 6.39 \\
\quad Diode insertion count for antenna repair & 0 \\
\quad DRC violations left & 0 \\
\quad Wire per inst & 26.9 um \\
\quad Post-route ant nets & 0 \\
\quad Overall routed net length & 46.9 mm \\
\multicolumn{2}{l}{\textbf{Run}} \\
\quad Max-Cap Viols & 0 \\
\quad Warning total across the stage logs & 88 \\
\multicolumn{2}{l}{\textbf{Power}} \\
\quad Total leakage power & 3.87 nW \\
\quad Total power after layout & 0.000541 W \\
\quad Power per standard cell area & 54.8 nW/um\^{}2 \\
\quad Highest ir drop seen on vdd & 27.5 uV \\
\multicolumn{2}{l}{\textbf{Floorplanning}} \\
\quad CORE AREA & 28900 um\^{}2 \\
\quad Rows & 62 \\
\quad Horizontal die dimension & 174 um \\
\quad Chip Height & 174 um \\
\quad Area enclosed by the die boundary & 30400 um\^{}2 \\
\quad Starting Density & 30.8\% \\
\quad Top-level port count & 56 \\
\hline
\end{tabular}
## cell usage in the layout, fill, tap and decap left out, types with 7 or more instances in the layout
cell	synthesis	final
nand3_1	25	25
ha_1	120	120
a2111oi_0	17	17
a221o_1	8	8
nor3b_1	8	8
a32oi_1	7	7
nor2b_1	12	12
xor2_1	34	34
o21ai_0	102	102
a211oi_1	20	20
or2_2	10	10
nand2_1	140	140
a31oi_1	17	17
or3_1	10	10
a221oi_1	20	20
buf_4	2	36
nor2_1	133	133
nand2b_1	21	21
nand4_1	7	7
clkdlybuf4s50_1	0	53
a21oi_1	103	103
xnor2_1	85	85
inv_1	73	73
o32ai_1	8	8
nor3_1	50	50
nor4_1	16	16
o211ai_1	11	11
o21a_1	7	7
o221ai_1	17	17
a21o_1	12	12
a22oi_1	19	19
or4_1	7	7
o22ai_1	27	27
## final timing paths
kind / cells after the start / slack (ps) / end / start
worst max-delay path: 24 / 2300 / alu_out[15] / in_a[4]
worst min-delay path: 3 / 7190 / carry_out / carry_in
## metal layers
layer,part of all wire [%],global-route usage [%],up-vias
met5,0,0,-
met4,4.7,12.9,0
met3,12,8.51,143
met2,42,45.3,754
met1,41,42.4,5204
li1,-,-,5048
## stage by stage
step | cell area (um^2) | util [%]
floorplan | 8910 | -
global placement | 9860 | 34.1
detailed placement | 9860 | 34.1
CTS | 9860 | 34.1
global route | 9860 | 34.1
finish | 9860 | 34.1
## synthesized netlist by cell type (7+ instances only)
cell type  count
inv_1         73
a2111oi_0     17
a31oi_1       17
xor2_1        34
o221ai_1      17
xnor2_1       85
nand2b_1      21
nand4_1        7
nor3b_1        8
or3_1         10
a221o_1        8
buf_1          8
clkbuf_1      65
a21o_1        12
nand2_1      140
a221oi_1      20
or2_2         10
a211oi_1      20
a22oi_1       19
or4_1          7
ha_1         120
nor4_1        16
nand3_1       25
o211ai_1      11
nor2_1       133
nor3_1        50
nor2b_1       12
a32oi_1        7
a21oi_1      103
o22ai_1       27
o21a_1         7
o32ai_1        8
o21ai_0      102
buf_2          8
## logic make-up (layout without fill, tap and decap cells)
kind of cell             count (synthesis)  in the layout  share of synthesized area (%)
multiplexers                            14             14                           1.94
adder cells (fa/ha/maj)                125            125                           18.0
AND/OR/NAND/NOR                        467            467                           25.1
AND-OR/OR-AND                          466            466                           35.8
XOR/XNOR                               121            121                           12.2
buffers and inverters                  159            167                           6.98
## area by class of cell
class / instances / area, um^2
Inverter: 75 / 282
Timing Repair Buffer: 92 / 816
Fill cell: 3190 / 19100
Tap cell: 384 / 480
Multi-Input combinational cell: 1193 / 8280
## power breakdown
group / internal, W / total, W / switching (W) / leakage [nW]
sequential: 0 / 0 / 0 / 0
clock: 0 / 0 / 0 / 0
combinational: 0.000209 / 0.000541 / 0.000331 / 3.87
total: 0.000209 / 0.000541 / 0.000331 / 3.87
Power and IR drop assume default switching activity.
