<file path="./design.v">
module ArithmeticUnit (
    input wire carry_in, 
    input wire [15:0] in_a,
    input wire [15:0] in_b,
    input wire [3:0] select,
    output reg [15:0] out,
    output reg carry_out
);
    wire [15:0] not_b = ~in_b;   
    wire [15:0] add_ab = in_a + in_b;   
    wire [15:0] add_ab_complement = in_a + not_b;  
    wire [15:0] add_aab = in_a + (in_a & not_b);   
    wire [15:0] add_aplus_ab = add_ab + (in_a & not_b);  
    wire [15:0] subtract_ab_1 = in_a - in_b - 1;  
    wire [15:0] subtract_ab_prime = (in_a & not_b) - 1;  
    wire [15:0] add_aab_true = in_a + (in_a & in_b);  
    wire [15:0] add_a_b_prime_ab = (in_a + not_b) + (in_a & in_b);  
    wire [15:0] ab_subtract_1 = (in_a & in_b) - 1;  
    wire [15:0] add_a_a = in_a + in_a;   
    wire [15:0] add_a_plus_a_b = (in_a + in_b) + in_a;  
    wire [15:0] add_a_plus_a_b_prime = (in_a + not_b) + in_a;  
    wire [15:0] subtract_a_1 = in_a - 1;  
    always @(*) begin
        case (select)
            4'b0000: out = in_a;                 
            4'b0001: out = add_ab;               
            4'b0010: out = add_ab_complement;    
            4'b0011: out = 16'b1111_1111_1111_1111;  
            4'b0100: out = add_aab;              
            4'b0101: out = add_aplus_ab;         
            4'b0110: out = subtract_ab_1;        
            4'b0111: out = subtract_ab_prime;    
            4'b1000: out = add_aab_true;         
            4'b1001: out = add_ab;               
            4'b1010: out = add_a_b_prime_ab;     
            4'b1011: out = ab_subtract_1;        
            4'b1100: out = add_a_a;              
            4'b1101: out = add_a_plus_a_b;       
            4'b1110: out = add_a_plus_a_b_prime;  
            4'b1111: out = subtract_a_1;         
            default: out = 16'b0000_0000_0000_0000;
        endcase
        carry_out = (select == 4'b0001 || select == 4'b0010 || 
                     select == 4'b0101 || select == 4'b1001 || 
                     select == 4'b1101 || select == 4'b1110) ? carry_in : 1'b0;
    end
endmodule
module alu (
    input wire carry_in, 
    input wire [15:0] in_a,
    input wire [15:0] in_b,
    input wire [3:0]  select,
    input wire        mode,
    output wire       carry_out,
    output wire       compare,
    output wire [15:0] alu_out
);
wire [15:0] arithmetic_out, logic_out;
wire arithmetic_carry_out;
ArithmeticUnit arithmetic_unit (
    .carry_in(carry_in),
    .in_a(in_a),
    .in_b(in_b),
    .select(select),
    .out(arithmetic_out),
    .carry_out(arithmetic_carry_out)
);
LogicUnit logic_unit(
    .in_a(in_a),
    .in_b(in_b),
    .select(select),
    .out(logic_out)
);
assign alu_out = (mode) ? logic_out : arithmetic_out;
assign carry_out = (mode == 1'b0) ? arithmetic_carry_out : 1'bx;
assign compare = (in_a == in_b) ? 1'b1 : 1'b0;
endmodule
module LogicUnit (
    input wire [15:0] in_a,
    input wire [15:0] in_b,
    input wire [3:0] select,
    output reg [15:0] out
);
    always @(*) begin
        case (select)
            4'b0000: out = ~in_a;               
            4'b0001: out = ~(in_a | in_b);      
            4'b0010: out = ~in_a & in_b;        
            4'b0011: out = 16'b0000_0000_0000_0000;  
            4'b0100: out = ~(in_a & in_b);      
            4'b0101: out = ~in_b;               
            4'b0110: out = in_a ^ in_b;         
            4'b0111: out = in_a & ~in_b;        
            4'b1000: out = ~in_a | in_b;        
            4'b1001: out = ~(in_a ^ in_b);      
            4'b1010: out = in_b;                
            4'b1011: out = in_a & in_b;         
            4'b1100: out = 16'b1111_1111_1111_1111;  
            4'b1101: out = in_a | ~in_b;        
            4'b1110: out = in_a | in_b;         
            4'b1111: out = in_a;                
            default: out = 16'b0000_0000_0000_0000;
        endcase
    end
endmodule
</file>
<file path="./config.mk">
export PLATFORM = sky130hd
export DESIGN_NAME = alu
export DESIGN_NICKNAME = alu
export VERILOG_FILES = /design/flow/design.v
export SDC_FILE = /design/flow/constraint.sdc
export NUM_CORES = 4
export LEC_CHECK = 1
export CORE_UTILIZATION = 40
</file>
<file path="./constraint.sdc">
current_design alu

set clk_period 15.7
set clk_io_pct 0.2

create_clock -name clk0 -period $clk_period

set non_clock_inputs [all_inputs -no_clocks]
set_input_delay [expr $clk_period * $clk_io_pct] -clock clk0 $non_clock_inputs
set_output_delay [expr $clk_period * $clk_io_pct] -clock clk0 [all_outputs]
</file>
<file path="./run.sh">
#!/bin/bash
# OpenROAD 26Q1-2900-gdf79404cd8, Yosys 0.63+post, stock flow scripts
make -C /OpenROAD-flow-scripts/flow DESIGN_CONFIG=/design/flow/config.mk WORK_HOME=/design/flow/orfs finish
</file>
==> results_slide.txt <==
Physical Implementation Snapshot

Outcome
  • Status: finished, final reports clean

Drt
  • Remaining DRCs: 0
  • Via count: 10975
  • Drt first pass iters: 6
  • Vias/cell: 6.69
  • DR iter-0 viols: between 1000 and 1500
  • Total routed wirelength: between 40000 and 50000 um
  • Number of routed nets with antenna violations: 0
  • DR WL/cell: between 20 and 30 um
  • Antenna cells: 0

Setup path
  • Bufs and invs on worst path: 3
  • CP max stage delay: roughly 0.74 ns
  • CP dominant cell by count: xnor2_1
  • WP data arrival: 10.15 ns
  • Worst-path fanout max: 7
  • Crit path max-delay cell type: clkdlybuf4s50_1
  • Req. time, crit path: 12.56 ns
  • CP startpoint kind: input port
  • Crit-path leading delay family: AND-OR/OR-AND gates
  • Setup crit end kind: output pin
  • Critical path class: in2out

Worst hold path
  • WHS Path Cells: 3
  • Hold crit path type: in2out
  • Worst Min Path Start: carry_in
  • Worst Hold End: carry_out

Global routing
  • Initial antenna violation count: 1
  • Number of global-route vias before repair: between 10000 and 15000
  • Gr usage total: between 30 and 40%
  • First-pass GRT wire length: 64800 um
  • Largest net degree at the start of global routing: ~53
  • GR Overflow Total: 0

Final timing
  • Worst relative slew slack: roughly 34%
  • Hold Violations, Final: 0
  • Minimum clock period: 13.29 ns
  • Max Fclk: around 75 MHz
  • RSZ-0062 raised after global routing: no
  • Final worst slack: around 2.4 ns
  • Cycle use final: a little over four fifths
  • # setup viols final: 0
  • Setup TNS Final: 0 ns
  • Final Max Tran Viols: 0
  • Actual slew at the worst max-slew pin: 0.976 ns

Logic synthesis
  • Yosys cell count: around 1400
  • Syn Area/Cell: 6.59 um^2
  • Seq/Total Area, Yosys: 0%
  • Yosys stat chip area: approximately 0.009 mm^2
  • Yosys cell types: 89
  • Mapped Cells: between 1000 and 1500
  • Yosys warning tally: 2
  • Post-synthesis cell area: 0.00891 mm^2

Die
  • Die span in y: between 150 and 200 um
  • # rows: 54
  • Chip area: around 0.023 mm^2
  • Die width: 151 um
  • I/O Pins: ~56
  • Core area: approximately 0.022 mm^2
  • FP Core Util: a little over 40%

Cells and area
  • Finished Layout Cells: approximately 1600
  • Clock buffer count: 0
  • Storage cell area: 0 um^2
  • Registers: 0
  • Filler cells: ~2300
  • Most frequent logic cell in the layout: nand2_1
  • Area delta synth->final: 9.36%
  • Layout cell share with drive strength beyond 1: 5.66%
  • Final design utilization: 44.6%
  • Most numerous logic cells after layout: nand2_1, nor2_1, ha_1

CTS
  • Hold_buf cts: 0
  • Post-CTS setup buffers: 0
  • PostCTS Resize Cnt: 0

Placement
  • Placed wire-length estimate: 34100 um
  • Placed insts: between 1500 and 2000
  • Placement Setup Slack: approximately 2.6 ns
  • Input/output buffers: about 56
  • Routability Congestion: around 1.0

Power and ir drop
  • Pwr Density: ~55 mW/mm^2
  • Peak VDD IR: between 0.02 and 0.03 mV
  • Leakage Power: ~3.9 nW

Job
  • Log Warnings: roughly 88
  • Max-cap viol count: 0
metrics by stage:
stage | hold WS, ns | power (mW) | instance area, um^2
after floorplan | 6.36 | 0.356 | 8910
after global placement | 7.19 | 0.517 | 9740
after detailed placement | 7.18 | 0.514 | 9740
after CTS | 7.19 | 0.518 | 9740
after global routing | 7.23 | 0.577 | 9740
final | 7.18 | 0.534 | 9740
Yosys cell counts, drive strengths merged (5+ instances only):
| cell | instances | share of area [%] |
|---|---|---|
| a2111oi | 19 | 2.1 |
| a211oi | 22 | 2.0 |
| a21o | 12 | 1.0 |
| a21oi | 105 | 6.0 |
| a221o | 8 | 0.90 |
| a221oi | 21 | 2.1 |
| a222oi | 5 | 0.56 |
| a22o | 5 | 0.49 |
| a22oi | 19 | 1.6 |
| a31oi | 17 | 1.2 |
| a32oi | 7 | 0.69 |
| and3 | 5 | 0.35 |
| buf | 19 | 1.1 |
| clkbuf | 65 | 2.7 |
| fa | 5 | 1.1 |
| ha | 120 | 17 |
| inv | 73 | 3.1 |
| mux2 | 6 | 0.76 |
| mux2i | 6 | 0.67 |
| nand2 | 140 | 5.9 |
| nand2b | 21 | 1.5 |
| nand3 | 25 | 1.4 |
| nand4 | 7 | 0.49 |
| nor2 | 134 | 5.7 |
| nor2b | 12 | 0.84 |
| nor3 | 51 | 2.9 |
| nor3b | 8 | 0.67 |
| nor4 | 16 | 1.1 |
| o211ai | 11 | 0.93 |
| o21a | 7 | 0.59 |
| o21ai | 107 | 6.0 |
| o21bai | 5 | 0.46 |
| o221ai | 17 | 1.7 |
| o22ai | 27 | 1.9 |
| o32ai | 8 | 0.79 |
| or2 | 11 | 0.77 |
| or3 | 10 | 0.70 |
| or4 | 7 | 0.59 |
| xnor2 | 85 | 8.4 |
| xor2 | 34 | 3.3 |
tightest hold or removal path, delay by kind of cell:
family | cells | cell delay, ns
compound gates | 1 | 0.12
buf+inv | 2 | 0.79
cells by family after synthesis:
family | after synthesis | synth area share, %
buffers and inverters | 159 | 6.98
and+or+nand+nor | 467 | 25.1
adders and majority gates | 125 | 18.0
xor gates and xnor gates | 121 | 12.2
muxes | 14 | 1.94
AOI/OAI and AO/OA | 466 | 35.8
where the power goes:
part	total [mW]	switching, mW	internal (mW)
registers	0	0	0
logic	0.534	0.325	0.209
clock network	0	0	0
total	0.534	0.325	0.209
layout make-up:
| cell class | count | area [um^2] | share of cell area, % |
|---|---|---|---|
| inverters | 75 | 282 | 2.89 |
| multi-input cells | 1193 | 8280 | 85.1 |
| well taps | 280 | 350 | 3.60 |
| repair buffers | 93 | 823 | 8.45 |
metal layers:
layer | global-route usage (%) | share of wire (%)
met5 | 0 | 0.029
met4 | 16.7 | 4.9
met3 | 11.3 | 12
met2 | 55.3 | 40
met1 | 56.5 | 43
worst max-delay path by stage:
stage	end	depth (start not counted)	start
4_1_cts	alu_out[15]	25	in_a[1]
5_1_grt	alu_out[15]	25	in_a[1]
6_report	alu_out[15]	25	in_a[1]
Power is estimated from default activity; no workload was simulated.
